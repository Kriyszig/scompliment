===== /design/flow/run.sh =====
#!/bin/bash
# OpenROAD 26Q1-2900-gdf79404cd8, Yosys 0.63+post, stock flow scripts
make -C /OpenROAD-flow-scripts/flow DESIGN_CONFIG=/design/flow/config.mk WORK_HOME=/design/flow/orfs finish

===== /design/flow/config.mk =====
export PLATFORM = sky130hd
export DESIGN_NAME = serialcompliment
export DESIGN_NICKNAME = serialcompliment
export VERILOG_FILES = /design/flow/design.v
export SDC_FILE = /design/flow/constraint.sdc
export NUM_CORES = 4
export LEC_CHECK = 1
export CORE_AREA = 10 10 70 70
export DIE_AREA = 0 0 80 80

===== /design/flow/constraint.sdc =====
current_design serialcompliment

set clk_period 1.0
set clk_io_pct 0.2

create_clock -name clk0 -period $clk_period [get_ports {clk}]

set non_clock_inputs [all_inputs -no_clocks]
set_input_delay [expr $clk_period * $clk_io_pct] -clock clk0 $non_clock_inputs
set_output_delay [expr $clk_period * $clk_io_pct] -clock clk0 [all_outputs]

===== /design/flow/design.v =====
module invert (input wire i, output wire o);
   assign o = !i;
endmodule
module and2 (input wire i0, i1, output wire o);
  assign o = i0 & i1;
endmodule
module or2 (input wire i0, i1, output wire o);
  assign o = i0 | i1;
endmodule
module xor2 (input wire i0, i1, output wire o);
  assign o = i0 ^ i1;
endmodule
module nand2 (input wire i0, i1, output wire o);
   wire t;
   and2 and2_0 (i0, i1, t);
   invert invert_0 (t, o);
endmodule
module nor2 (input wire i0, i1, output wire o);
   wire t;
   or2 or2_0 (i0, i1, t);
   invert invert_0 (t, o);
endmodule
module xnor2 (input wire i0, i1, output wire o);
   wire t;
   xor2 xor2_0 (i0, i1, t);
   invert invert_0 (t, o);
endmodule
module and3 (input wire i0, i1, i2, output wire o);
   wire t;
   and2 and2_0 (i0, i1, t);
   and2 and2_1 (i2, t, o);
endmodule
module or3 (input wire i0, i1, i2, output wire o);
   wire t;
   or2 or2_0 (i0, i1, t);
   or2 or2_1 (i2, t, o);
endmodule
module nor3 (input wire i0, i1, i2, output wire o);
   wire t;
   or2 or2_0 (i0, i1, t);
   nor2 nor2_0 (i2, t, o);
endmodule
module nand3 (input wire i0, i1, i2, output wire o);
   wire t;
   and2 and2_0 (i0, i1, t);
   nand2 nand2_1 (i2, t, o);
endmodule
module xor3 (input wire i0, i1, i2, output wire o);
   wire t;
   xor2 xor2_0 (i0, i1, t);
   xor2 xor2_1 (i2, t, o);
endmodule
module xnor3 (input wire i0, i1, i2, output wire o);
   wire t;
   xor2 xor2_0 (i0, i1, t);
   xnor2 xnor2_0 (i2, t, o);
endmodule
module mux2 (input wire i0, i1, j, output wire o);
  assign o = (j==0)?i0:i1;
endmodule
module mux4 (input wire [0:3] i, input wire j1, j0, output wire o);
  wire  t0, t1;
  mux2 mux2_0 (i[0], i[1], j1, t0);
  mux2 mux2_1 (i[2], i[3], j1, t1);
  mux2 mux2_2 (t0, t1, j0, o);
endmodule
module mux8 (input wire [0:7] i, input wire j2, j1, j0, output wire o);
  wire  t0, t1;
  mux4 mux4_0 (i[0:3], j2, j1, t0);
  mux4 mux4_1 (i[4:7], j2, j1, t1);
  mux2 mux2_0 (t0, t1, j0, o);
endmodule
module demux2 (input wire i, j, output wire o0, o1);
  assign o0 = (j==0)?i:1'b0;
  assign o1 = (j==1)?i:1'b0;
endmodule
module demux4 (input wire i, j1, j0, output wire [0:3] o);
  wire  t0, t1;
  demux2 demux2_0 (i, j1, t0, t1);
  demux2 demux2_1 (t0, j0, o[0], o[1]);
  demux2 demux2_2 (t1, j0, o[2], o[3]);
endmodule
module demux8 (input wire i, j2, j1, j0, output wire [0:7] o);
  wire  t0, t1;
  demux2 demux2_0 (i, j2, t0, t1);
  demux4 demux4_0 (t0, j1, j0, o[0:3]);
  demux4 demux4_1 (t1, j1, j0, o[4:7]);
endmodule
module df (input wire clk, in, output wire out);
  reg df_out;
  always@(posedge clk) df_out <= in;
  assign out = df_out;
endmodule
module dfr (input wire clk, reset, in, output wire out);
  wire reset_, df_in;
  invert invert_0 (reset, reset_);
  and2 and2_0 (in, reset_, df_in);
  df df_0 (clk, df_in, out);
endmodule
module dfrl (input wire clk, reset, load, in, output wire out);
  wire _in;
  mux2 mux2_0(out, in, load, _in);
  dfr dfr_1(clk, reset, _in, out);
endmodule
module dfs (input wire clk, set, in, output wire out);
  wire dfr_in,dfr_out;
  invert invert_0(in, dfr_in);
  invert invert_1(dfr_out, out);
  dfr dfr_2(clk, set, dfr_in, dfr_out);
endmodule
module dfsl (input wire clk, set, load, in, output wire out);
  wire _in;
  mux2 mux2_0(out, in, load, _in);
  dfs dfs_1(clk, set, _in, out);
endmodule
module fa (input wire i0, i1, cin, output wire sum, cout);
   wire t0, t1, t2;
   xor3 _i0 (i0, i1, cin, sum);
   and2 _i1 (i0, i1, t0);
   and2 _i2 (i1, cin, t1);
   and2 _i3 (cin, i0, t2);
   or3 _i4 (t0, t1, t2, cout);
endmodule
module addsub (input wire addsub, i0, i1, cin, output wire sumdiff, cout);
  wire t;
  fa _i0 (i0, t, cin, sumdiff, cout);
  xor2 _i1 (i1, addsub, t);
endmodule
module shiftreg(input wire clk, load, cin, input wire[3:0] load_sig, output wire cout, output wire[3:0] out_sig);
    wire[3: 0] tmp;
    wire[3: 0] regw;
    assign out_sig = regw;
    assign cout = regw[0];
    mux2 mx2i0 (regw[1], load_sig[0], load, tmp[0]);
    mux2 mx2i1 (regw[2], load_sig[1], load, tmp[1]);
    mux2 mx2i2 (regw[3], load_sig[2], load, tmp[2]);
    mux2 mx2i3 (cin, load_sig[3], load, tmp[3]);
    df dfi0 (clk, tmp[0], regw[0]);
    df dfi1 (clk, tmp[1], regw[1]);
    df dfi2 (clk, tmp[2], regw[2]);
    df dfi3 (clk, tmp[3], regw[3]);
endmodule
module halfadder(input wire a, b, output wire s, c);
    assign s = a ^ b;
    assign c = a & b;
endmodule
module addunit(input wire clk, cout, set, output wire nbit);
    wire carry, t;
    dfs dfi4 (clk, set, t, carry);
    halfadder hai1 (cout, carry, nbit, t);
endmodule
module serialcompliment(input wire clk, load, input wire[3:0] load_sig, output wire[3:0] out_sig);
    wire t1, t2;
    shiftreg sri0 (clk, load, t1, load_sig, t2, out_sig);
    addunit aui0 (clk, !t2, load, t1);
endmodule

==> flow_metrics.rpt <==
FLOW METRICS REPORT
----------------------------------------------------
[Global route]
  Pin count of the biggest net entering global routing ........................ 6
  First-pass GRT wire length ........................ about 710 µm
  Total global routing track utilization ........................ roughly 1.5%
  Number of antenna violations at the first check in global routing ........................ 0
  Vias in the first global route ........................ ~150
  Overflow left after global routing ........................ 0

[Clocking]
  Post-CTS repair timing setup buffer count ........................ 0
  Clock tree from TritonCTS ........................ built
  Clock-pin slew on the worst setup and hold paths ........................ ~0.04 ns
  Cts-stage hold buffer count ........................ 0
  Max clock buf depth ........................ 2
  CTS sink count ........................ 5
  Root Driver ........................ sky130_fd_sc_hd__clkbuf_4
  H-tree depth reported by CTS ........................ 1
  Inserted Clock Buffers ........................ 3
  Clock network latency to the later pin of the worst-skew pair ........................ ~0.24 ns

[Yosys]
  Dominant synthesized flop cell ........................ sky130_fd_sc_hd__dfxtp_1
  Count leader, synth ........................ sky130_fd_sc_hd__dfxtp_1
  Number of cells in Yosys stat ........................ 17
  Flip-flops with a built-in enable ........................ 0
  Portion of synthesized cell area occupied by the leading cell type ........................ 50.3%
  Synthesized netlist cell count ........................ 17
  Largest combinational cell category by area ........................ multiplexers
  Synth async-reset ratio ........................ 0%
  Post-synthesis compound-gate area fraction ........................ 0%
  Synthesis area per yosys ........................ roughly 200 µm²
  Fraction of synthesized area in multiplexers ........................ 22.6%
  Unique masters post-synth ........................ 6
  Top cell type by total area after synthesis ........................ sky130_fd_sc_hd__dfxtp_1
  Netlist Area Pre-Place ........................ 199 µm²
  XOR/XNOR share of the synthesized area ........................ 0%
  Total of warnings raised by yosys ........................ 1
  Cells taking the most area after synthesis ........................ sky130_fd_sc_hd__dfxtp_1 (50%), sky130_fd_sc_hd__mux2_2 (23%), sky130_fd_sc_hd__buf_4 (15%)
  Adder Area Share ........................ roughly 6.3%
  Post-synth top cells ........................ sky130_fd_sc_hd__dfxtp_1 (5), sky130_fd_sc_hd__buf_4 (4), sky130_fd_sc_hd__mux2_2 (4)
  Basic-gate share of the synthesized area counting and, or, nand and nor cells ........................ 1.89%
  Synthesized area per cell ........................ 11.7 µm²
  Synth Seq Share ........................ between 50 and 60%
  Synth Register Bits ........................ 5

[Detailed routing]
  Initial DRT Pass Iterations ........................ 1
  Final routed wire length divided by cell count ........................ 6.40 µm
  Total wire length after detailed routing ........................ around 460 µm
  Number of vias per cell ........................ roughly 2
  Number of nets still failing antenna checks after routing ........................ 0
  Antenna diodes ........................ 0
  Vias after detailed routing ........................ approximately 140
  Initial DRC count ........................ 0
  DRC violation count after routing ........................ 0

[Placement]
  HPWL after detailed placement ........................ about 390 µm
  Weighted congestion at the end of routability-driven global placement ........................ a little under 0.7
  Buffers added on ports ........................ 9
  Pre-CTS WS ........................ -0.254 ns
  Area after DPL ........................ roughly 320 µm²

[Critical path]
  Category of the worst setup path launch point ........................ flip-flop
  Maximum fanout encountered on the critical timing path ........................ 2
  Worst EP required ........................ 1.12 ns
  Kind of capture point of the worst setup path ........................ flip-flop
  CP Data Arrival Time ........................ 1.07 ns
  Worst setup path category ........................ flip-flop to flip-flop

[Power]
  Leakage ........................ 0.000134 µW
  Peak supply drop ........................ 0.178 mV
  PwrDens ........................ around 1500 nW/µm²
  Power, Total ........................ between 500 and 600 µW

[STA]
  Transition at the pin with the smallest max-transition slack ........................ between 0.2 and 0.25 ns
  Post-route worst setup slack ........................ 0.0527 ns
  Max_slew headroom ........................ around 85%
  Setup Skew ........................ between 0.0015 and 0.002 ns
  Hold slack final ........................ a little under 0.4 ns
  Final critical delay including setup and external delays ........................ roughly 0.95 ns
  Post-layout period usage of the worst path ........................ 94.7%
  Slew Limit Fails ........................ 0
  Fmax achieved ........................ approximately 1.1 GHz
  Setup repair after global routing missed its margin ........................ false
  Final setup violation count ........................ 0
  Count of endpoints failing hold in the final timing report ........................ 0

[Layout]
  Filler cell count in the final layout ........................ roughly 400
  Post-route cell area ........................ 364 µm²
  Layout cell share with drive strength beyond 1 ........................ between 50% and 60%
  Synthesis-to-finish area growth ........................ 83.0%

[Floorplanning]
  I/O pin cnt ........................ 10
  Number of placement rows ........................ 21
  Chip Height ........................ around 80 µm
  Core outline area ........................ approximately 3400 µm²
  Width of the chip ........................ about 80 µm
  Fraction of the core area occupied by cells at floorplan ........................ 5.82%
  Total die area ........................ around 6400 µm²

[Run]
  Count of max-cap constraint violations ........................ 0
  Stage-log warning count ........................ 25

[Outcome]
  Status ........................ complete, no violations

[Worst hold path]
  Worst Hold Class ........................ input port to flip-flop

----------------------------------------------------
[registers in the layout (all words and copies together) (netlist names)]
signal	count
sri0.dfi0.df_out	1
sri0.dfi3.df_out	1
sri0.dfi2.df_out	1
aui0.dfi4.dfr_2.df_0.df_out	1
sri0.dfi1.df_out	1
[power by group]
| part | switching (µW) | internal (µW) | leakage (µW) | total, µW |
|---|---|---|---|---|
| Sequential | 10.9 | 230 | 0.0000423 | 241 |
| Combinational | 24.6 | 68.7 | 0.0000771 | 93.3 |
| Clock | 76.8 | 150 | 0.0000150 | 227 |
[layout make-up]
type	count	area (µm²)	area share [%]
repair buffers	9	88.8	24.4
clock buffers	4	26.3	7.22
flip-flops and latches	5	106	29.2
well taps	46	57.6	15.8
multi-input cells	6	77.6	21.3
inverters	2	7.51	2.06
[cell families (layout without fill, tap and decap cells)]
family,Yosys count,in the layout
buf+inv,6,15
flops,5,5
mux,4,4
fa+ha+maj,1,1
simple gates,1,1
[per-stage QoR]
stage | TNS (ns) | utilization [%] | std cells
2_1_floorplan | 0 | - | 17
3_3_place_gp | -0.979 | 9.27 | 68
3_5_place_dp | -1.01 | 9.27 | 68
4_1_cts | 0 | 10.0 | 72
5_1_grt | 0 | 10.7 | 72
6_report | 0 | 10.7 | 72
[layer usage]
layer	GRT usage [%]	vias to the layer above	wire length [µm]
li1	-	67	-
met1	1.27	68	165
met2	2.17	6	214
met3	1.25	2	73
met4	1.06	0	8
met5	0	-	0
[worst max-delay path, cell delays in order (launching register included)]
cell and delay [ns]:
sky130_fd_sc_hd__dfxtp_2 0.31, sky130_fd_sc_hd__inv_1 0.07, sky130_fd_sc_hd__ha_4 0.19, sky130_fd_sc_hd__mux2_4 0.26
[final timing paths]
path / start / depth (start not counted) / slack (ns) / to
max reg2reg: sri0.dfi0.df_out / 3 / 0.05 / sri0.dfi3.df_out
max: sri0.dfi0.df_out / 3 / 0.05 / sri0.dfi3.df_out
min: load / 2 / 0.39 / aui0.dfi4.dfr_2.df_0.df_out
min reg2reg: sri0.dfi1.df_out / 1 / 0.47 / sri0.dfi0.df_out
[layout by cell type (no fill, tap or decap)]
cell,Yosys,final
sky130_fd_sc_hd__clkbuf_1,0,1
sky130_fd_sc_hd__inv_2,0,1
sky130_fd_sc_hd__dfxtp_2,0,5
sky130_fd_sc_hd__clkbuf_4,0,3
sky130_fd_sc_hd__nor2_1,1,1
sky130_fd_sc_hd__dlygate4sd2_1,0,1
sky130_fd_sc_hd__inv_1,2,1
sky130_fd_sc_hd__mux2_4,0,1
sky130_fd_sc_hd__clkdlybuf4s15_1,0,4
sky130_fd_sc_hd__ha_4,0,1
sky130_fd_sc_hd__mux2_2,4,3
sky130_fd_sc_hd__clkdlybuf4s50_1,0,4
[timing repair]
item | CTS | global route
resized | 10 | 7
pin swaps | 0 | 1
endpoints found under the setup margin | 6 | 4
Power is estimated from default activity; no workload was simulated.
